<file path="/design/flow/design.v">
module full_adder(
  input  wire a,
  input  wire b,
  input  wire cin,
  input  wire clk,
  output wire s,
  output wire cout
);
wire a1, b1, a2, b2;
wire s1, c1, s2, c2;
half_adder hadder1(.a(a1), .b(b1),   .s(s1), .c(c1), .clk(clk));
half_adder hadder2(.a(a2), .b(b2),   .s(s2), .c(c2), .clk(clk));
assign a1 = a;
assign b1 = b;
assign a2 = s1;
assign b2 = cin;
assign s  = s2;
assign cout = c1 || c2;
endmodule
module nibble_adder(
  input  wire [3:0] a,
  input  wire [3:0] b,
  input  wire       cin,
  output wire [3:0] s,
  output wire       cout,
  output wire       valid, 
  input             clk
);
wire [3:0] cin_aux;
wire [3:0] cout_aux;
reg valid_state;
reg[1:0] valid_count;
full_adder FA4(.a(a[3]), .b(b[3]), .cin(cin_aux[3]), .s(s[3]), .cout(cout_aux[3]), .clk(clk));
full_adder FA3(.a(a[2]), .b(b[2]), .cin(cin_aux[2]), .s(s[2]), .cout(cout_aux[2]), .clk(clk));
full_adder FA2(.a(a[1]), .b(b[1]), .cin(cin_aux[1]), .s(s[1]), .cout(cout_aux[1]), .clk(clk));
full_adder FA1(.a(a[0]), .b(b[0]), .cin(cin_aux[0]), .s(s[0]), .cout(cout_aux[0]), .clk(clk));
assign cout       = cout_aux[3];
assign cin_aux[3] = cout_aux[2];
assign cin_aux[2] = cout_aux[1];
assign cin_aux[1] = cout_aux[0];
assign cin_aux[0] = cin;
assign valid = valid_state;
always@(a, b)
begin
  valid_state = 1'b0;
  valid_count = 2'b00;
end
always@(posedge clk)
begin
  valid_state <= &valid_count;  
  if(valid_count!=2'b11)  
    valid_count <= valid_count+1;
end
endmodule
module nibble_alu(
  input wire[3:0] a,
  input wire[3:0] b,
  input wire[1:0] op,
  input wire      clk,
  output wire[3:0] s,
  output wire      cout,
  output wire      valid
);
reg [3:0] a_reg, b_reg, s_reg;
reg       cin_reg;
reg       cout_reg, valid_reg;
assign s     = s_reg;
assign cout  = cout_reg;
assign valid = valid_reg;
wire [3:0] s_sum;
wire cout_sum, valid_sum;
nibble_adder sumador(.a(a_reg), .b(b_reg), .cin(cin_reg),
  .s(s_sum), .cout(cout_sum), .valid(valid_sum), .clk(clk));
reg add_op;     
reg sub_op;     
reg and_op;     
reg or_op;      
always@(posedge clk)
begin
  add_op <= (op==2'b00) ? 1'b1 : 1'b0;
  sub_op <= (op==2'b01) ? 1'b1 : 1'b0;
  and_op <= (op==2'b10) ? 1'b1 : 1'b0;
  or_op  <= (op==2'b11) ? 1'b1 : 1'b0;
end
always@(posedge clk)
begin
  if(add_op)
  begin
    a_reg     <= a;
    b_reg     <= b;
    cin_reg   <= 1'b0;
    s_reg     <= s_sum;
    cout_reg  <= cout_sum;
    valid_reg <= valid_sum;
  end
  else if(sub_op)
  begin
    a_reg     <= a;
    b_reg     <= ~b;
    cin_reg   <= 1'b1;
    s_reg     <= s_sum;
    cout_reg  <= ~cout_sum;
    valid_reg <= valid_sum;
  end
  else if(and_op)
  begin
    a_reg     <= a;
    b_reg     <= b;
    s_reg      <= a_reg & b_reg;
    cout_reg   <=1'b1;
    valid_reg <= 1'b1;
  end
  else if(or_op)
  begin
    a_reg     <= a;
    b_reg     <= b;
    s_reg <= a_reg | b_reg;
    cout_reg   <=1'b1;
    valid_reg <= 1'b1;
  end
end
endmodule
module half_adder(
input  wire a,
input  wire b,
input wire clk,
output wire s,
output wire c);
reg sum;
reg carry;
assign s = sum;
assign c = carry;
always@(posedge clk)
begin
  if((a && b))
  begin
    sum   <= 1'b0;
    carry <= 1'b1;
  end
  else
  begin
    carry <= 1'b0;
    if(a || b)
      sum <= 1'b1;
    else
      sum <= 1'b0;
  end
end
endmodule
</file>
<file path="/design/flow/run.sh">
#!/bin/bash
# OpenROAD 26Q1-2900-gdf79404cd8, Yosys 0.63+post, stock flow scripts
make -C /OpenROAD-flow-scripts/flow DESIGN_CONFIG=/design/flow/config.mk WORK_HOME=/design/flow/orfs finish
</file>
<file path="/design/flow/config.mk">
export PLATFORM = sky130hd
export DESIGN_NAME = nibble_alu
export DESIGN_NICKNAME = nibble_alu
export VERILOG_FILES = /design/flow/design.v
export SDC_FILE = /design/flow/constraint.sdc
export NUM_CORES = 4
export LEC_CHECK = 1
export CORE_AREA = 10 10 94 94
export DIE_AREA = 0 0 104 104
</file>
<file path="/design/flow/constraint.sdc">
current_design nibble_alu

set clk_period 1.9
set clk_io_pct 0.2

create_clock -name clk0 -period $clk_period [get_ports {clk}]

set non_clock_inputs [all_inputs -no_clocks]
set_input_delay [expr $clk_period * $clk_io_pct] -clock clk0 $non_clock_inputs
set_output_delay [expr $clk_period * $clk_io_pct] -clock clk0 [all_outputs]
</file>
==> deck_impl_summary.md <==
Synthesis and Place & Route Summary

CTS
  – Post-cts gate resize count: 0
  – H-tree Lvls: 2
  – CTS Hold Buffers Added: 0
  – Clock buffer depth: 2
  – Num CTS Buffers: 5
  – Reg clk slew, reported paths: approximately 0.060 ns
  – TritonCTS clock tree: built
  – Clock root cell: clkbuf_8
  – Clk sink count: 35
  – Clock latency (worst-skew pair): 0.27 ns
  – # Post-CTS Setup Buffers: 0

Power and ir drop
  – Pleak: around 0.55 nW
  – Comb power frac: 11.9%
  – Clock power share: 29.1%
  – Sw Pwr: about 0.00035 W
  – Cell Int Power: 0.001288 W
  – Switching share of power: between 20% and 30%
  – Sequential share of power: 59.0%
  – Pwr dens: 1070 nW/um^2
  – Maximum vdd drop: 375.9 uV

STA
  – Worst-Margin Slew: around 0.55 ns
  – Unrepaired setup endpoints after global routing: no
  – Clk_skew: 0.003500 ns
  – Final Hold Violating Endpoints: 0
  – Peak Freq: 631.5 MHz
  – Setup total negative slack: 0 ns
  – Final Setup Violations: 0
  – Relative slew margins: 63.32%
  – Period minus WS final: 1.583 ns
  – Tcrit/Tclk final: 83.34%
  – Min Hold Slack: between 0.4 and 0.5 ns
  – Slew Limit Fails: 0

Detailed routing
  – Number of diodes: 0
  – # DRC: 0
  – First drt pass iteration count: 4
  – Routed WL: approximately 1900 um
  – Detailed router's first-iteration violation count: 27
  – ANT nets after route: 0
  – DR WL/cell: between 9 and 10 um
  – Vias per cell: 3.065
  – Via count: 613

Setup path
  – FF-to-FF path depth: 2
  – Worst reg2reg startpoint: add_op
  – CP endpoint kind: flop
  – Reg2reg end: s_reg[1]
  – CP Data Arrival Time: 1.52 ns
  – CP required: 1.84 ns
  – Worst setup path class: reg -> reg
  – Flop-to-flop setup slack: 0.32 ns
  – Crit Path Max Fanout: 13
  – Critical Path Source Type: flop

Floorplan
  – FP Util: ~17%
  – Die footprint: between 10,000 and 15,000 um^2
  – Die Span X: 104 um
  – Ports: 17
  – # rows: 30
  – Core Box Area: 6832 um^2
  – Vert. Die Dim: 104 um

Hold path
  – Hold path start: sumador.FA1.hadder1.sum
  – Hold EP: sumador.FA1.hadder2.sum
  – Worst min path class: reg -> reg
  – Hold Path Depth: 1

Yosys
  – FA/HA/MAJ Cells, Area Fraction: 3.797%
  – Leading cell types by count after synthesis: dfxtp_1 (22), edfxtp_1 (13), nor2_1 (9)
  – Syn. warnings: 3
  – Synth logic family: simple AND/OR/NAND/NOR gates
  – Async S/R FF share, synth: 0%
  – Most frequent cell after synthesis: dfxtp_1
  – Yosys synthesis chip area: 1186 um^2
  – Yosys reg bits: 35
  – Mapped Avg Cell Area: 14.29 um^2
  – Yosys simple share: 10.44%
  – Register share after synthesis: 70.04%
  – Yosys aoi share: 2.321%
  – Dominant synthesized flop cell: dfxtp_1
  – Post-Syn Area: 1186 um^2
  – Mux contribution to synthesized area: 5.063%
  – Ys cells: 83
  – Largest area contributor in the netlist: dfxtp_1
  – EDFF count, synth: 13
  – Synth top area cells: dfxtp_1 (37%), edfxtp_1 (33%), mux2_4 (5.1%)
  – Post-Syn Instances: 83
  – Top area contributor share: between 30% and 40%
  – Cell Type Count: 18
  – XOR/XNOR Fraction of Synth Area: 6.646%

Run
  – Tool Warnings: 25
  – Max-cap violations: 0

Global route
  – Global route overflow: 0
  – Initial antenna violation count: 0
  – Global-route wire length before repair: 3167 um
  – Vias in the first global route: ~660
  – Overall global routing resource usage: approximately 3.6%
  – Largest net degree at the start of global routing: 14

Cells and area
  – Fin cells: ~200
  – Area delta synth->final: 28.69%
  – Layout cells sized above 1: 13.46%

Placed design
  – Inst Count DP: 193
  – PortBufs: 16
  – Post-DP HPWL: 1469 um
  – Gpl congestion: 0.7572

Status
  – Status: completed
-- power by group through the flow --
| stage | clock network [W] | registers (W) | logic [W] |
|---|---|---|---|
| 4_1_cts | 0.000488 | 0.000967 | 0.000199 |
| 5_1_grt | 0.000523 | 0.000979 | 0.000217 |
| 6_report | 0.000475 | 0.000963 | 0.000195 |
-- metal layers --
layer	vias up	routed length, um	global-route usage, %
met5	-	0	0
met4	0	31	0.4970
met3	5	108	1.629
met2	17	818	5.766
met1	272	924	4.461
li1	319	-	-
-- critical path: stages, from the launching register on --
cell	delay (ns)
dfxtp_1	0.32
or2_1	0.32
or3_1	0.60
-- cell type report --
class                   instances  area (um^2)
fillers                       757         5305
flip-flops and latches         35        830.8
multi-input cells              45        335.3
repair buffers                 16        160.2
well taps                      96        120.1
clock buffers                   7        76.32
inverters                       1        3.754
-- placed cells by master (no fill, tap or decap) --
| cell | count |
|---|---|
| dfxtp_1 | 22 |
| clkdlybuf4s50_1 | 16 |
| edfxtp_1 | 13 |
| nor2_1 | 9 |
| and2_1 | 6 |
| xor2_1 | 5 |
| clkbuf_8 | 5 |
| maj3_2 | 4 |
| mux2_4 | 4 |
| xnor2_1 | 4 |
| nor3_1 | 4 |
| o21a_1 | 3 |
| nor2b_1 | 2 |
| clkbuf_1 | 2 |
| inv_2 | 1 |
| or2_1 | 1 |
| or2b_1 | 1 |
| a21oi_1 | 1 |
| or3_1 | 1 |
-- kinds of logic after synthesis --
group / Yosys count
flops: 35
simple gates: 24
xor+xnor: 9
compound gates: 4
mux: 4
fa+ha+maj: 4
buf+inv: 3
-- metrics by stage --
stage | worst slack [ns] | area, um^2 | total power (W) | utilization (%)
5_1_grt | 0.2393 | 1526 | 0.001719 | 22.34
3_3_place_gp | 0.3270 | 1450 | 0.001177 | 21.23
2_1_floorplan | 0.4394 | 1186 | 0.001076 | -
6_report | 0.3166 | 1526 | 0.001633 | 22.34
4_1_cts | 0.3004 | 1526 | 0.001654 | 22.34
3_5_place_dp | 0.3062 | 1450 | 0.001181 | 21.23
-- worst max path at each step --
| stage | from | end | cells past startpoint |
|---|---|---|---|
| after CTS | add_op | s_reg[3] | 2 |
| after global routing | add_op | s_reg[3] | 2 |
| final | add_op | s_reg[1] | 2 |
No activity file was given, so power comes from the tool's default toggle rates.
