===== /design/flow/config.mk =====
export PLATFORM = sky130hd
export DESIGN_NAME = top
export DESIGN_NICKNAME = top
export VERILOG_FILES = /design/flow/design.v
export SDC_FILE = /design/flow/constraint.sdc
export NUM_CORES = 4
export LEC_CHECK = 1
export CORE_UTILIZATION = 30

===== /design/flow/constraint.sdc =====
current_design top

set clk_period 3.0
set clk_io_pct 0.2

create_clock -name clk0 -period $clk_period [get_ports {CLK100MHZ}]

set non_clock_inputs [all_inputs -no_clocks]
set_input_delay [expr $clk_period * $clk_io_pct] -clock clk0 $non_clock_inputs
set_output_delay [expr $clk_period * $clk_io_pct] -clock clk0 [all_outputs]

===== /design/flow/design.v =====
module anti_bounce(
  input btn_in,
  input tick_mf,
  input clk,
  output btn_out,
  output [5:0] counter_test,
  output       btn_stable_test,
  output       btn_prev_test
);
reg [5:0] counter;
reg       btn_stable;
reg       btn_prev;
reg       btn_out_reg;
assign counter_test = counter;
assign btn_stable_test = btn_stable;
assign btn_prev_test = btn_prev;
assign btn_out = btn_out_reg;
initial begin
  counter     = 0;
  btn_stable  = 0;
  btn_prev    = 0;
  btn_out_reg = 0;
end
always @(posedge clk) begin
  if (btn_in != btn_stable) begin
    if (tick_mf) begin
      if (counter == 6'd20) begin   
        btn_stable <= btn_in;
        counter    <= 0;
      end else begin
        counter <= counter + 1;
      end
    end
  end else begin
    counter <= 0;
  end
end
always @(posedge clk) begin
  btn_prev <= btn_stable;
  if (btn_prev && !btn_stable) begin
    btn_out_reg <= 1'b1;
  end else begin
    btn_out_reg <= 1'b0;
    end
end
endmodule
module freq_divider #(
  parameter mf_divider = 100_000,
  parameter lf_divider = 1_000
)(
input  wire clk_in,
output reg  tick_mf,
output reg  tick_lf
);
reg [18:0] mf_counter;
reg [8:0] lf_counter;
initial
begin
  tick_mf    = 0;
  tick_lf    = 0;
  mf_counter = 0;
  lf_counter = 0;
end
always @(posedge clk_in)
begin
  if (mf_counter == mf_divider - 1)  
  begin
    mf_counter    <= 0;
    if(lf_counter == lf_divider - 1)  
      lf_counter  <= 0;
    else
      lf_counter <= lf_counter + 1;
  end else begin
    mf_counter   <= mf_counter + 1;
  end
end
always @(posedge clk_in)
begin
  if((lf_counter == 0) && (mf_counter==0))
    tick_lf <= 1'b1;
  else
    tick_lf <= 1'b0;
end
always@(posedge clk_in)
begin
  if(mf_counter == 0)
    tick_mf <= 1'b1;
  else
    tick_mf <= 1'b0;
end
endmodule
module hw_control(
  input  wire[1:0] state,
  output alarm,
  output armed_led
);
localparam UNARMED = 2'b00;
localparam ARMED   = 2'b01;
localparam ALARM   = 2'b10;
assign alarm     = state == ALARM;
assign armed_led = state == ARMED;
endmodule
`timescale 1ns / 1ps
module seq_detecter(
  input wire b1,
  input wire b2,
  input wire b3,
  input wire check,
  input wire clk,
  output reg seq,
  output wire enable
);
localparam IDLE   = 2'b00;
localparam GOT_P1 = 2'b01;
localparam GOT_P2 = 2'b10;
localparam DETECT = 2'b11;
reg [1:0] state, next_state;
reg enable_reg;
assign enable      = enable_reg;
initial begin
  state      = IDLE;
  next_state = IDLE;
  seq        = 1'b0;
  enable_reg = 1'b0;
end
always @(posedge clk) begin
  state <= next_state;
end
always@(posedge clk)begin
  if(check) begin
    enable_reg <= 1'b1;
  end
  else
    enable_reg <= 1'b0;
  seq <= (state == DETECT);
end
always @(*) begin
  next_state = state;
  case(state)
    IDLE:
    begin
      seq = 1'b0;
      if (b1)
        next_state = GOT_P1;       
      else
        next_state = IDLE;         
    end
    GOT_P1:
    begin
      seq = 1'b0;
      if (b2)
        next_state = GOT_P2;       
      else if (b1 || b3)
        next_state = IDLE;         
      else
        next_state = GOT_P1;       
    end
    GOT_P2:
    begin
      seq = 1'b0;
      if (b3)
        next_state = DETECT;       
      else if (b1 || b2)
        next_state = IDLE;         
      else
        next_state = GOT_P2;       
    end
    DETECT:
      if (check)begin
        next_state = IDLE;         
       end
      else begin
        next_state = DETECT;       
      end
    default:
      next_state = IDLE;           
  endcase
end
endmodule
module state_change(
  input   seq,
  input   mov,
  input   enable,
  input   clk,
  output wire [1:0] state
);
reg [1:0] state_reg, next_state;
localparam UNARMED = 2'b00;
localparam ARMED   = 2'b01;
localparam ALARM   = 2'b10;
assign state = state_reg;
initial begin
  state_reg = UNARMED;
end
always@(posedge clk)begin
  state_reg <= next_state;
end
always@(*) begin
  case(state_reg)
  UNARMED:
  begin
    if(enable)
      next_state = seq ? ARMED : UNARMED;
    else
      next_state = UNARMED;
  end
  ARMED:
  begin
    if(enable)
      next_state = seq ? UNARMED : ALARM;
    else if(mov)
      next_state = ALARM;
    else
      next_state = ARMED;
  end
  ALARM:
  begin
    if(enable)
      next_state = seq ? UNARMED : ALARM;
    else
      next_state = ALARM;
  end
  default: next_state <= UNARMED;
  endcase
end
endmodule
module top(
  input  CLK100MHZ,
  input  BTN_1,
  input  BTN_2,
  input  BTN_3,
  input  BTN_4,
  input  SWITCH,
  output LED_A
);
wire tick_mf;
wire tick_lf;
wire led_a;
wire led_b;
wire seq;
wire enable;
wire clk;
wire [1:0] state;
wire btn_1;
wire btn_2;
wire btn_3;
wire check;
wire led_armed;
wire led_alarm;
wire mov;
assign clk   = CLK100MHZ;
assign LED_A = led_armed;
assign LED_B = led_alarm;
assign mov   = SWITCH;
anti_bounce anti_bounce_btn_1(
  .btn_in(BTN_1),
  .btn_out(btn_1),
  .tick_mf(tick_mf),
  .clk(clk));
anti_bounce anti_bounce_btn_2(
  .btn_in(BTN_2),
  .btn_out(btn_2),
  .tick_mf(tick_mf),
  .clk(clk));
anti_bounce anti_bounce_btn_3(
  .btn_in(BTN_3),
  .btn_out(btn_3),
  .tick_mf(tick_mf),
  .clk(clk));
anti_bounce anti_bounce_check(
  .btn_in(BTN_4),
  .btn_out(check),
  .tick_mf(tick_mf),
  .clk(clk));
freq_divider divider_u(
  .clk_in(clk),
  .tick_mf(tick_mf),
  .tick_lf(tick_lf) );
seq_detecter seq_detecter_u(
  .b1(btn_1), .b2(btn_2), .b3(btn_3),
  .check(check),
  .clk(clk),
  .seq(seq),
  .enable(enable)
);
state_change state_change_u(
  .seq(seq),
  .mov(mov),
  .enable(enable),
  .clk(clk),
  .state(state)
);
hw_control hw_control_u(
  .state(state),
  .alarm(led_alarm),
  .armed_led(led_armed)
);
endmodule

===== /design/flow/run.sh =====
#!/bin/bash
# OpenROAD 26Q1-2900-gdf79404cd8, Yosys 0.63+post, stock flow scripts
make -C /OpenROAD-flow-scripts/flow DESIGN_CONFIG=/design/flow/config.mk WORK_HOME=/design/flow/orfs finish

==> results.sh <==
# source this file to load flow results
export IMPL_htree_num_levels=2
export IMPL_fmax_ghz=0.541
export IMPL_cts_made_buffers=5
export IMPL_finalCriticalPeriod_ns=1.85
export IMPL_die_height_um=69.3
export IMPL_wire_per_inst_um=10.3
export IMPL_synth_largest_type_area_fraction=0.457
export IMPL_synth_edff_count=1
export IMPL_core_util_floorplan=0.312
export IMPL_ant_nets=0
export IMPL_grt_util_all_layers=0.0978
export IMPL_run_status="completed"
export IMPL_num_antenna_cells=0
export IMPL_globalRouteOverflowTotal=0
export IMPL_die_extent_in_x_um=69.3
export IMPL_slew_viol_final=0
export IMPL_total_iterations_of_the_first_detailed_routing_run=4
export IMPL_ctsHoldBuffers=0
export IMPL_sequential_cell_area_um2=651
export IMPL_clock_sinks=32
export IMPL_post_cts_resize_count=0
export IMPL_finalClockPeriodUsage=0.616
export IMPL_yosys_warnings=7
export IMPL_cts_root_buf="sky130_fd_sc_hd__clkbuf_8"
export IMPL_final_hold_viol_count=0
export IMPL_ys_seq_elements=32
export IMPL_post_synth_num_cell_types=29
export IMPL_final_fill_count=430
export IMPL_min_delay_path_class="reg -> reg"
export IMPL_area_growth_synth_to_final_pct=14.3
export IMPL_fin_total_pwr_mw=0.832
export IMPL_drc=0
export IMPL_synth_seq_area_share=0.479
export IMPL_worstPathRequired_ns=2.40
export IMPL_port_buffers=3
export IMPL_rsz0062_at_grt="false"
export IMPL_place_detailed_hpwl_um=1440
export IMPL_antenna_violations_before_repair=0
export IMPL_totalWireLength_um=2120
export IMPL_grt_start_max_net_pins=11
export IMPL_top_cells_by_count="31 x sky130_fd_sc_hd__dfxtp_1, 23 x sky130_fd_sc_hd__nor2_1, 16 x sky130_fd_sc_hd__xnor2_1"
export IMPL_synth_top_flop_cell="sky130_fd_sc_hd__dfxtp_1"
export IMPL_slew_headroom=0.622
export IMPL_top_area_cell="sky130_fd_sc_hd__dfxtp_1"
export IMPL_postSynthAreaPerCell_um2=9.37
export IMPL_syn_instance_count=145
export IMPL_post_synth_top_count_cell="sky130_fd_sc_hd__dfxtp_1"
export IMPL_power_static_leakage_nw=0.561
export IMPL_worstSkewPairLatency_ns=0.28
export IMPL_routed_via_density=4.49
export IMPL_detail_route_iter0_violations=33
export IMPL_final_design_area_no_fill_um2=1550
export IMPL_timing_setup_critical_path_class="reg -> out"
export IMPL_tns_ns=0
export IMPL_gp_congestion=0.845
export IMPL_drv_cap=0
export IMPL_cp_arrival_ns=1.25
export IMPL_critical_path_endpoint_type="primary output"
export IMPL_power_per_cell_area_nw_per_um2=536
export IMPL_rows=24
export IMPL_yosys_area_um2=1360
export IMPL_crit_path_start_kind="flip-flop"
export IMPL_clock_tree_buffer_depth=2
export IMPL_dr_total_vias=925
export IMPL_coreArea_um2=4350
export IMPL_post_cts_setup_buffers=0
export IMPL_clock_skew_final_ns=0.00772
export IMPL_log_warning_count=31
export IMPL_synthArstFlopShare=0
export IMPL_tritoncts="built"
export IMPL_vdd_drop_max_mv=0.253
export IMPL_ranking_of_synthesized_cells_by_area="sky130_fd_sc_hd__dfxtp_1 46%, sky130_fd_sc_hd__xnor2_1 10%, sky130_fd_sc_hd__nor2_1 6.4%"
export IMPL_worst_setup_hold_path_clk_slew_ns=0.07
export IMPL_die_area_um2=4800
export IMPL_detailed_place_area_um2=1450
export IMPL_syn_area_um2=1360
export IMPL_worst_slew_pin_slew_ns=0.563
export IMPL_largest_register_ff_count=19
export IMPL_vias_in_the_first_global_route=880
export IMPL_ys_cells=145
export IMPL_final_setup_viol_count=0
export IMPL_comb_area_um2=666
export IMPL_num_io_pins=7
export IMPL_share_of_layout_cells_above_drive_strength_1=0.0779
export IMPL_grt_pass1_wl_um=3920
export IMPL_crit_path_max_fanout=3
==> through the flow <==
stage	hold slack (ns)	cells	util	setup slack [ns]
6_report	0.352	206	0.357	1.15
3_3_place_gp	0.347	198	0.332	1.27
5_1_grt	0.371	206	0.357	1.05
3_5_place_dp	0.345	198	0.332	1.24
2_1_floorplan	0.310	145	-	1.55
4_1_cts	0.363	206	0.357	1.14
==> power by group <==
part	leakage (nW)	switching [mW]	internal, mW
Sequential	0.260	0.0000000000000000656	0.427
Combinational	0.246	0.00236	0.00299
Clock	0.0552	0.153	0.246
==> cell usage in the layout (no fill, tap or decap) <==
master	n
sky130_fd_sc_hd__mux2i_1	1
sky130_fd_sc_hd__nand3b_1	1
sky130_fd_sc_hd__nor4_1	4
sky130_fd_sc_hd__nand4_1	5
sky130_fd_sc_hd__nor4_4	1
sky130_fd_sc_hd__or2_2	1
sky130_fd_sc_hd__nor2b_1	2
sky130_fd_sc_hd__nor3_1	4
sky130_fd_sc_hd__ha_1	6
sky130_fd_sc_hd__nor3b_1	1
sky130_fd_sc_hd__clkbuf_8	5
sky130_fd_sc_hd__xnor2_1	16
sky130_fd_sc_hd__clkdlybuf4s50_1	3
sky130_fd_sc_hd__a21oi_1	1
sky130_fd_sc_hd__xor2_1	6
sky130_fd_sc_hd__a21oi_2	1
sky130_fd_sc_hd__o21ai_0	2
sky130_fd_sc_hd__nand2_1	11
sky130_fd_sc_hd__nand4b_1	1
sky130_fd_sc_hd__clkinv_2	1
sky130_fd_sc_hd__nor2_1	23
sky130_fd_sc_hd__nand3_1	9
sky130_fd_sc_hd__and3_1	1
sky130_fd_sc_hd__edfxtp_1	1
sky130_fd_sc_hd__clkbuf_1	1
sky130_fd_sc_hd__or3_1	2
sky130_fd_sc_hd__nand3_2	1
sky130_fd_sc_hd__dfxtp_1	31
sky130_fd_sc_hd__bufinv_16	1
sky130_fd_sc_hd__nand4_2	1
sky130_fd_sc_hd__and4b_1	1
sky130_fd_sc_hd__inv_1	9
==> area by class of cell <==
cell class                 instances  area share
timing repair buffer               3      0.0193
clock inverter                     2      0.0226
inverter                           9      0.0218
tap                               52      0.0419
sequential                        32       0.419
clock buffer                       6      0.0467
multi-input combinational        102       0.429
==> metal layers <==
layer / track usage / wire (um) / part of all wire / up-vias
met5: 0 / 0 / 0 / -
met4: 0.0204 / 19 / 0.0090 / 0
met3: 0.0177 / 45 / 0.021 / 2
met2: 0.139 / 870 / 0.41 / 7
met1: 0.159 / 1180 / 0.56 / 411
li1: - / - / - / 505
==> cell families after synthesis <==
group           count (synthesis)  synth area share
compound gates                  4            0.0175
simple gates                   69             0.268
mux                             1           0.00737
xor+xnor                       22             0.142
buf+inv                        11            0.0313
fa+ha+maj                       6            0.0552
flops                          32             0.479
==> path summary, 6_finish.rpt <==
kind	start	to	slack [ns]	cells past startpoint
hold / removal	anti_bounce_check.btn_out_reg	seq_detecter_u.enable_reg	0.35	0
hold reg to reg	anti_bounce_check.btn_out_reg	seq_detecter_u.enable_reg	0.35	0
setup reg to reg	divider_u.mf_counter[0]	divider_u.mf_counter[7]	1.25	4
setup / recovery	state_change_u.state_reg[1]	LED_A	1.15	3
==> worst max-delay path, cell delays in order, from the launching register on <==
cell                              delay, ns
sky130_fd_sc_hd__dfxtp_1               0.31
sky130_fd_sc_hd__inv_1                 0.05
sky130_fd_sc_hd__ha_1                  0.15
sky130_fd_sc_hd__clkdlybuf4s50_1       0.46
Power and IR drop assume default switching activity.
