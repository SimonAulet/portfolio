[flow/design.v]
module demux_14( 
input  wire      x,
input  wire[1:0] sel,
input  wire      clk,
output reg[3:0] y
);
initial
  y = 4'b0000;
always@(posedge clk)
  y[sel] <= x;
endmodule
[flow/run.sh]
#!/bin/bash
# OpenROAD 26Q1-2900-gdf79404cd8, Yosys 0.63+post, stock flow scripts
make -C /OpenROAD-flow-scripts/flow DESIGN_CONFIG=/design/flow/config.mk WORK_HOME=/design/flow/orfs finish
[flow/config.mk]
export PLATFORM = sky130hd
export DESIGN_NAME = demux_14
export DESIGN_NICKNAME = demux_14
export VERILOG_FILES = /design/flow/design.v
export SDC_FILE = /design/flow/constraint.sdc
export NUM_CORES = 4
export LEC_CHECK = 1
export CORE_AREA = 10 10 70 70
export DIE_AREA = 0 0 80 80
[flow/constraint.sdc]
current_design demux_14

set clk_period 1.4
set clk_io_pct 0.2

create_clock -name clk0 -period $clk_period [get_ports {clk}]

set non_clock_inputs [all_inputs -no_clocks]
set_input_delay [expr $clk_period * $clk_io_pct] -clock clk0 $non_clock_inputs
set_output_delay [expr $clk_period * $clk_io_pct] -clock clk0 [all_outputs]
==> GITHUB_STEP_SUMMARY <==
## Implementation flow summary

| Metric | Value |
|---|---|
| Die Area | `6400 sq um` |
| Final Hold Fails | `0` |
| Antenna Nets Post-Route | `0` |
| Yosys Instances | `23` |
| Die height | `80 um` |
| Setup TNS | `0 ns` |
| Clk buf depth | `2` |
| Largest net degree at the start of global routing | `5` |
| Max-area cell share | `0.3404` |
| Hold depth | `2` |
| GRT Residual Overflow | `0` |
| # diodes | `0` |
| Total core area | `3416 sq um` |
| CP required | `1.54 ns` |
| Clk pin slew, worst setup/hold paths | `around 0.040 ns` |
| CTS sink count | `4` |
| Hold Path End | `y[0]` |
| Pwr Density | `between 800 and 900 nW/um^2` |
| First-pass GRT wire length | `slightly below 1000 um` |
| Area leader, netlist | `dfxtp_1` |
| Final Non-Filler Cells | `84` |
| Worst VDD drop | `0.0001057 V` |
| Fillers | `around 400` |
| Crit path DAT | `1.47 ns` |
| CTS tree | `yes` |
| Final setup skew | `0 ns` |
| Yosys stat area | `between 200 and 250 sq um` |
| H-tree level count | `1` |
| Max_cap viols | `0` |
| RSZ-0062 raised after global routing | `no` |
| Log Warnings | `29` |
| Wire per inst | `7.143 um` |
| Rows | `21` |
| R2R setup slack | `0.79 ns` |
| Synth Cell Area | `roughly 240 sq um` |
| Synth unique cells | `8` |
| Tcrit/Tclk final | `0.9478` |
| Die extent in x | `80 um` |
| IO buf count | `7` |
| Ports | `8` |
| CTS Buf Count | `3` |
| FFs w/ async S/R, synth | `0` |
| Flop area | `between 80 and 90 sq um` |
| Outcome | `completed` |
| Post-Syn Instances | `23` |
| Count leader, synth | `inv_1` |
| DRT Pass-1 Iters | `4` |
| Number of antenna violations at the first check in global routing | `0` |
| Startpoint types | `input pin` |
| Post-CTS Setup Inserts | `0` |
| Synth cell count leaders | `inv_1, ha_1, dfxtp_1` |
| Synth warn | `1` |
| Fin util | `0.1238` |
| Setup violators final | `0` |
| HP Class | `flop to flop` |
| Largest register by flop count | `y` |
| Top cells by area | `dfxtp_1, ha_1, o32ai_2` |
| Sequential share of the synthesized area | `0.3404` |
| P_leak | `0.0001878 uW` |
| Root buf cell | `clkbuf_4` |
| Remaining DRCs | `0` |
| Via count | `202` |
| Initial DRC Count | `7` |
| Gpl congestion | `0.7929` |
| Ys flop type | `dfxtp_1` |
| Worst Tran Pin Value | `0.1853 ns` |
| WHS | `0.4798 ns` |
| Yosys reg bits | `4` |
| Initial Utilization | `0.06886` |
| Flip-flops with a built-in enable | `0` |
| Worst Setup End Kind | `flop` |
| Crit path kind | `input pin to flop` |
| Worst flop-to-flop path endpoint | `y[3]` |
| Max reg flops | `4` |
| Min Tclk post-route | `about 1.3 ns` |
| Slew Limit Fails | `0` |
| Via density per instance | `2.405` |
| Fmax | `0.7536 GHz` |
| Final WL | `~600 um` |
| Clk Latency, worst-skew pair | `0.23 ns` |
| Reg2reg start | `y[3]` |
| R2R depth | `2` |
| Cts hold-fix bufs | `0` |
| Slew HR | `0.8765` |
| Synth-to-layout area growth | `79.79%` |
| Placed insts | `about 81` |
| CP Max Fanout | `3` |
| Largest regs | `y (4)` |
| Area of the multi-input gates | `125.1 sq um` |
| Post-CTS sizing | `0` |
| Vias in the first global route | `232` |
| Min-delay src | `y[0]` |
| Share of layout cells above drive strength 1 | `0.3158` |
| Synthesized area per cell | `10.23 sq um` |
| GRT Util Overall | `0.01901` |
## cell type report
type | instances | area share
flip-flops and latches | 4 | 0.1893
inverters | 8 | 0.07101
multi-input cells | 11 | 0.2959
clock buffers | 3 | 0.05325
repair buffers | 12 | 0.2544
well taps | 46 | 0.1361
## placed cells by master (no fill, tap or decap)
cell type        instances
inv_1                    7
clkdlybuf4s50_1          7
ha_1                     5
buf_4                    5
dfxtp_1                  4
clkbuf_4                 3
o32ai_2                  2
o22ai_1                  2
inv_2                    1
nand2b_4                 1
nand2_1                  1
## metrics by stage
step           setup WS (ns)  total power [uW]  cell area [sq um]
6_report             0.07303             376.3              422.9
4_1_cts              0.04374             386.1              422.9
5_1_grt             0.007077             400.6              422.9
3_5_place_dp         -0.1703             241.6              400.4
2_1_floorplan         0.3895             174.0              235.2
3_3_place_gp         -0.1358             239.8              400.4
## report_power, final
part	internal, uW	switching, uW	leakage, uW
Combinational	63.8	33.0	0.000141
Clock	95.6	43.1	0.0000138
Sequential	131	9.36	0.0000334
## worst max path at each step
| stage | from | endpoint | slack [ns] | depth (start not counted) |
|---|---|---|---|---|
| 6_report | sel[0] | y[2] | 0.07 | 5 |
| 5_1_grt | sel[0] | y[2] | 0.007 | 5 |
| 4_1_cts | y[2] | y[2] | 0.04 | 1 |
## kinds of logic after synthesis
logic type | share of synthesized area
AOI/OAI and AO/OA | 0.1915
and+or+nand+nor | 0.07444
buffers and inverters | 0.1277
adders and majority gates | 0.2660
DFF | 0.3404
## metal layers
metal  vias up  global-route usage  wire length (um)
met3         2                   0                 8
li1        104                   -                 -
met5         -                   0                 0
met1        91             0.01935               207
met4         0             0.01761                37
met2         5             0.03451               346
## worst max-delay path, stage by stage
cell,delay (ns)
clkdlybuf4s50_1,0.49
inv_1,0.07
ha_1,0.34
inv_2,0.05
o32ai_2,0.24
Power is estimated from default activity; no workload was simulated.
